### /design/flow/run.sh
#!/bin/bash
# OpenROAD 26Q1-2900-gdf79404cd8, Yosys 0.63+post, stock flow scripts
make -C /OpenROAD-flow-scripts/flow DESIGN_CONFIG=/design/flow/config.mk WORK_HOME=/design/flow/orfs finish
### /design/flow/config.mk
export PLATFORM = sky130hd
export DESIGN_NAME = geofence
export DESIGN_NICKNAME = geofence
export VERILOG_FILES = /design/flow/design.v
export SDC_FILE = /design/flow/constraint.sdc
export NUM_CORES = 4
export LEC_CHECK = 1
export CORE_UTILIZATION = 50
### /design/flow/design.v
`timescale 1ns/10ps
module geofence (clk, reset, X, Y, valid, is_inside);
input clk;
input reset;
input [9:0] X;
input [9:0] Y;
output reg valid;
output reg is_inside;
parameter INIT=3'd0, IN_DATA=3'd1, FIND_LEFT_POINT=3'd2, SLOPE_SORT=3'd3
          ,CROSS_PRODUCT=3'd4,CROSS_PRODUCT1=3'd5,FINAL=3'd6;
reg [3:0] state, next_state;
reg [19:0] data_y_x[0:7];
reg signed [21:0] multiply_result1,multiply_result2,
                  cross_pro_result1,cross_pro_result2,cross_pro_result3,cross_pro_result4;
reg [2:0] i, j, k,h;
reg [3:0] f;
mul_shift_add slope1(
    .a(data_y_x[i][19:10]), 
    .b(data_y_x[1][19:10]),
    .c(data_y_x[i+1][9:0]),
    .d(data_y_x[1][9:0]),
    .result(multiply_result1)
);
mul_shift_add slope2(
    .a(data_y_x[i+1][19:10]),
    .b(data_y_x[1][19:10]),
    .c(data_y_x[i][9:0]),
    .d(data_y_x[1][9:0]),
    .result(multiply_result2)
);
mul_shift_add cross_pro1(
    .a(data_y_x[j][9:0]),
    .b(data_y_x[0][9:0]),
    .c(data_y_x[j+1][19:10]),
    .d(data_y_x[0][19:10]),
    .result(cross_pro_result1)
);
mul_shift_add cross_pro2(
    .a(data_y_x[j][19:10]),
    .b(data_y_x[0][19:10]),
    .c(data_y_x[j+1][9:0]),
    .d(data_y_x[0][9:0]),
    .result(cross_pro_result2)
);
mul_shift_add cross_pro3(
    .a(data_y_x[1][19:10]),
    .b(data_y_x[0][19:10]),
    .c(data_y_x[7][9:0]),
    .d(data_y_x[0][9:0]),
    .result(cross_pro_result3)
);
mul_shift_add cross_pro4(
    .a(data_y_x[7][19:10]),
    .b(data_y_x[0][19:10]),
    .c(data_y_x[1][9:0]),
    .d(data_y_x[0][9:0]),
    .result(cross_pro_result4)
);
always @(posedge clk or posedge reset ) begin
  if(reset) state<=IN_DATA;
  else state<=next_state;
end
always @(*) begin
    case (state)
        INIT: next_state<=IN_DATA;
        IN_DATA: next_state<=(i>6)?FIND_LEFT_POINT:IN_DATA;
        FIND_LEFT_POINT:next_state<=(j>4)?SLOPE_SORT:FIND_LEFT_POINT;
        SLOPE_SORT:next_state<=(k>3)?CROSS_PRODUCT:SLOPE_SORT;
        CROSS_PRODUCT:next_state<=(j>5)?CROSS_PRODUCT1:CROSS_PRODUCT;
        CROSS_PRODUCT1:next_state<=FINAL;
        FINAL:next_state<=INIT;
        default: next_state<=INIT;
    endcase
end
always @(posedge clk or posedge reset) begin
    if (reset) begin
        i<=0;
        j<=0;
        k<=0;
        h<=0;
        valid<=0;
    end
    else begin
       case (state)
       INIT: begin
            i<=0;
            j<=0;
            k<=0;
            h<=0;
            valid<=0;          
        end
        IN_DATA: begin
            data_y_x[i][9:0]<=X;
            data_y_x[i][19:10]<=Y;
            i<=i+1;
        end
        FIND_LEFT_POINT: begin
            i<=2;
            data_y_x[1]<=(data_y_x[1][9:0]<data_y_x[j+2][9:0])?data_y_x[1]:data_y_x[j+2];
            data_y_x[j+2]<=(data_y_x[1][9:0]<data_y_x[j+2][9:0])?data_y_x[j+2]:data_y_x[1];
            j<=j+1;
        end
        SLOPE_SORT:begin
            j<=1;   
            data_y_x[i]<=(multiply_result1>multiply_result2)?data_y_x[i]:data_y_x[i+1];
            data_y_x[i+1]<=(multiply_result1>multiply_result2)?data_y_x[i+1]:data_y_x[i];
            k<=(i>5)?k+1:k;
            i<=(i>5)?2:i+1;
        end
        CROSS_PRODUCT:begin
            k<=0;
            h<=(cross_pro_result1<cross_pro_result2)?h+1:h;
            j<=j+1;
        end
        CROSS_PRODUCT1:begin
            h<=(cross_pro_result3<cross_pro_result4)?h+1:h;
        end
        FINAL:begin
            is_inside<=(h>6||h==0)?1:0;
            valid<=1;
        end
        default: begin
            i<=0;
            j<=0;
            k<=0;
            valid<=0;
            is_inside<=0;
        end   
    endcase
    end
end
endmodule
module mul_shift_add(
    input  [9:0] a,
    input  [9:0] b,
    input  [9:0] c,
    input  [9:0] d,
    output reg signed [21:0] result
);
    reg signed [10:0] a_b,c_d,a_abs, b_abs;
    reg  [21:0] accumulate1;
    always @(*) begin
            a_b=a-b;
            c_d=c-d;
            a_abs=(a_b < 0)?-a_b:a_b;
            b_abs=(c_d < 0)?-c_d:c_d;
            accumulate1= ((b_abs[4])?a_abs<<4:0)+((b_abs[5])?a_abs<<5:0)+((b_abs[6])?a_abs<<6:0)+((b_abs[7])?a_abs<<7:0)+
                       ((b_abs[8])?a_abs<<8:0)+((b_abs[9])?a_abs<<9:0);
            result=((a_b < 0) ^ (c_d < 0))?-accumulate1:accumulate1;
    end
endmodule
### /design/flow/constraint.sdc
current_design geofence

set clk_period 34.0
set clk_io_pct 0.2

create_clock -name clk0 -period $clk_period [get_ports {clk}]

set non_clock_inputs [all_inputs -no_clocks]
set_input_delay [expr $clk_period * $clk_io_pct] -clock clk0 $non_clock_inputs
set_output_delay [expr $clk_period * $clk_io_pct] -clock clk0 [all_outputs]
==> results.txt <==
Results of the run.

The biggest cell delay along the critical path is 0.66 ns. After routing, the total negative slack on setup checks comes to 0 ns. Counting every sink on the clock net gives 181. The placed wire-length estimate is a little over 100000 um. In this run the critical register-to-register path is launched from i[1]. The post-CTS setup buffer count is 0.

The number of buffers inserted for hold repair after clock tree synthesis is 0. The clock tree root driver cell is clkbuf_16. Net switching is 22.0% of the power. On the worst setup and hold paths after CTS, the clock-pin slew comes to about 0.070 ns.

The residual overflow from global routing is 0. The first-pass iteration count of the detailed router is 13. The synthesized flop and latch total is 181. The final max-slew violation count recorded for this run is 0. From left edge to right edge, the die measures between 200 and 300 um. The achievable clock frequency is 77.8 MHz. The instance tally after logic synthesis is around 4.8k. The required time at the worst-slack endpoint is 34.21 ns. The synthesized netlist was found by Yosys to have around 4.8k cells. nand2_1 is the most common cell in the netlist. The normalized max-slew margin is around 25%.

The chip occupies 78500 um2. The global-route total usage across every layer is roughly a third. The highest net fanout along the worst path is around 50. Counting along the longest clock path gives a buffer depth of 2. The number of rows created at floorplan is between 100 and 150.

Counting flops with a built-in enable in the synthesized netlist gives roughly 160. For reference, the post-synthesis area per instance comes to about 8.1 um2. The area growth from synthesis to layout is 5.74%. The reported max-cap violation count is 0. The die height is approximately 280 um. The launching element type of the critical path is a register.

Once iteration 0 of detailed routing completed, the report listed 4213 DRC markers. The final weighted congestion in routability-driven placement is between 1 and 1.5. Counting I/O delays and the setup requirement, the final critical path takes between 10 and 15 ns. The flow reported a cell area power density of 11.4 nW/um2. The worst setup path endpoint is data_y_x[3][15]. After layout, the worst path uses a little under two fifths of the clock period.

The beginning of the critical path is i[1]. The core utilization at floorplan is 50.8%. For this sky-water flow run, the detailed-routed wirelength per cell is reported as 22.6 um. The clock tree from TritonCTS is yes. Sequential cells burn ~52% of the power. The routed layout reports a DRC error count of 0.

The worst-path cell with the longest stage delay is xor2_1. The first global-routing pass estimated 203000 um of wire. The post-synthesis async set-or-reset flop share is between 10% and 20%.

The share of the synthesized area in the top cell type is 15.8%. The share of total power dissipated in the clock network is 45.3%. The count of cells along the worst register-to-register path is 42.

The switching power of the nets is roughly 0.1 mW. The number of antenna violations at the first check in global routing is 4. The worst hold path passes through 0 cells.

The post-synthesis chip area from yosys is 38700 um2. The fraction of final layout cells with drive strength greater than 1 is under 10%. The number of warnings issued by yosys is 4. In this run the cell area of the synthesized design comes to 38700 um2.

The end-of-flow timing check tallies setup violations at 0. The total number of vias is 35.5k. Warnings raised by the tools during the run amount to 41.

Per the synth stats, the flop cell with the highest instance count is edfxtp_1. The kind of path behind the tightest hold check is register to register. The via density per instance is 6.22.

The report lists the number of cells resized after CTS as 0. The OpenROAD report gives the critical path a data arrival time of 13.06 ns. The netlist uses approximately 120 different library cells. The floorplan report gives the top-level pin count as 24.

The endpoint class of the critical path is a register. The internal power component is between 0.3 and 0.4 mW. The pre-CTS worst setup slack is 21.28 ns. Setup repair after global routing left no endpoint under its margin. Buffers inserted during clock tree synthesis total 17. The classification of the worst setup path is register to register.

The CTS H-tree depth is 4. Across all register-to-register paths, the minimum setup slack is 21.15 ns. Hold-check failures listed in the final report amount to 0. For the pin with the worst max-slew slack, the measured transition is 1.11 ns. Entering global routing, the biggest net connects 65 pins. The leakage power in the latest report is 17.5 nW.

The analysis reports a worst IR drop on VDD of 0.0387 mV. The worst setup skew after layout is 0.0126 ns. The endpoint of the worst-slack reg-to-reg timing path is data_y_x[3][15]. Port buffering added 23 buffers. The share of total power dissipated in combinational logic is around 3.0%. By count the netlist is led by 506 x nand2_1, 440 x nor2_1, 439 x inv_1. The final worst-path setup slack is 21.15 ns. The flow ran to the end, and the final reports show no timing, DRC or antenna violations. The clock latency on the worst-skew pair is between 0.4 and 0.5 ns. The count of fill cells added during filler insertion is 7235. The post-route antenna net violation count is 0.

The total wire length after detailed routing is 129000 um. The number of global-route vias before repair was 34.3k. The dominant cell type by area after synthesis is fa_1.

After synthesis, the cell types taking the most area are fa_1 16%, edfxtp_1 12%, ha_1 11%, nand2_1 4.9%, xnor2_1 4.5%. The area of the core region is around 76000 um2. The sequential fraction of the synthesis area is 13.8%.
[state kept, by name, indices dropped and copies added (netlist names)]
signal     flops
data_y_x     160
h              3
i              3
is_inside      1
j              3
k              3
state          7
valid          1
[cell type report]
type / instances / area, um2 / area share (%)
diodes: 2 / 5.00 / 0.0122
clock buffers: 18 / 429 / 1.05
clock inverters: 14 / 174 / 0.425
inverters: 440 / 1650 / 4.04
multi-input cells: 3891 / 31000 / 75.7
flip-flops and latches: 181 / 5340 / 13.1
well taps: 1030 / 1290 / 3.15
repair buffers: 134 / 1060 / 2.60
[kinds of logic after synthesis]
kind of cell / share of synthesized area, %
flops: 13.8
simple gates: 18.3
xor+xnor: 7.43
compound gates: 24.6
mux: 2.74
buf+inv: 6.81
fa+ha+maj: 26.3
[metrics by stage]
| step | power (mW) | hold WS, ns | util [%] | instances | instance area (um2) |
|---|---|---|---|---|---|
| final | 0.468 | 0.451 | 53.7 | 5710 | 40900 |
| after global routing | 0.478 | 0.482 | 53.7 | 5710 | 40900 |
| after global placement | 0.260 | 0.434 | 52.9 | 5676 | 40300 |
| after floorplan | 0.255 | 0.389 | - | 4753 | 38700 |
| after CTS | 0.469 | 0.454 | 53.7 | 5708 | 40900 |
| after detailed placement | 0.260 | 0.439 | 52.9 | 5676 | 40300 |
[metal layers]
layer	routed length [um]	GRT usage (%)
met1	54800	51.3
met2	54000	49.9
met5	126	1.63
met4	3740	8.22
met3	16200	14.5
[worst min-delay path by stage]
stage,from,to,slack [ns]
after global routing,state[4],state[1],0.48
final,state[4],state[1],0.45
after CTS,state[4],state[1],0.45
[critical path: cells and delay by family (launching register included)]
kind	cells	cell delay, ns
AND/OR/NAND/NOR	11	2.30
XOR/XNOR	4	1.36
AND-OR/OR-AND	11	2.81
multiplexers	2	0.45
adder cells (fa/ha/maj)	9	3.36
buffers and inverters	5	1.71
flip-flops	1	0.50
[power by group through the flow]
stage | combinational, mW | sequential (mW) | clock, mW
CTS | 0.0138 | 0.242 | 0.213
global route | 0.0154 | 0.242 | 0.221
finish | 0.0141 | 0.242 | 0.212
[layout by cell type (no fill, tap or decap), types with 49 or more instances in the layout]
cell type    n
nand2_1    506
inv_1      439
nor2_1     438
ha_1       319
fa_1       305
a21oi_1    262
xnor2_1    197
o21ai_0    196
edfxtp_1   161
xor2_1     119
o211ai_1   114
a222oi_1   113
buf_4      111
and2_1     103
nor3_1      89
o21a_1      84
nand3_1     75
mux2i_1     68
a22oi_1     63
nand2b_1    57
a21o_1      53
a31oi_1     53
nor2b_1     49
Power is estimated from default activity; no workload was simulated.
